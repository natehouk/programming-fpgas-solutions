## /design/flow/design.v

```verilog
`timescale 1ns / 1ps
module tone(
    input CLK,
    input[31:0] period,  
    output reg tone_out
    );
parameter CLK_F = 32;  
reg [5:0] prescaler = 0; 
reg [31:0] counter = 0;
always @(posedge CLK)
begin
  prescaler <= prescaler + 1;
  if (prescaler == CLK_F / 2 - 1) 
  begin
    prescaler <= 0;
    counter <= counter + 1;
    if (counter == period - 1)
    begin
      counter <= 0;
      tone_out <= ~ tone_out;
    end		
  end  
end
endmodule
`timescale 1ns / 1ps
module tone_tester(
    input CLK,
    output tone_1khz,
    output tone_100hz,
    output tone_12khz
    );
reg [31:0] period_1khz = 1000;
reg [31:0] period_100hz = 10000;
reg [31:0] period_12khz = 80;
tone #(12) t1(.CLK (CLK), .period (period_1khz), .tone_out (tone_1khz));
tone #(12) t2(.CLK (CLK), .period (period_100hz), .tone_out (tone_100hz));
tone #(12) t3(.CLK (CLK), .period (period_12khz), .tone_out (tone_12khz));
endmodule
```

## /design/flow/constraint.sdc

```tcl
current_design tone_tester

set clk_period 5.4
set clk_io_pct 0.2

create_clock -name clk0 -period $clk_period [get_ports {CLK}]

set non_clock_inputs [all_inputs -no_clocks]
set_input_delay [expr $clk_period * $clk_io_pct] -clock clk0 $non_clock_inputs
set_output_delay [expr $clk_period * $clk_io_pct] -clock clk0 [all_outputs]
```

## /design/flow/run.sh

```bash
#!/bin/bash
# OpenROAD 26Q1-2900-gdf79404cd8, Yosys 0.63+post, stock flow scripts
make -C /OpenROAD-flow-scripts/flow DESIGN_CONFIG=/design/flow/config.mk WORK_HOME=/design/flow/orfs finish
```

## /design/flow/config.mk

```make
export PLATFORM = sky130hd
export DESIGN_NAME = tone_tester
export DESIGN_NICKNAME = tone_tester
export VERILOG_FILES = /design/flow/design.v
export SDC_FILE = /design/flow/constraint.sdc
export NUM_CORES = 4
export LEC_CHECK = 1
export CORE_UTILIZATION = 40
```

==> Slide: Implementation Results <==
Key Metrics from the Run

Power and ir drop
  • Switching Power: approximately 0.39 mW
  • Leak: between 2 and 2.5 nW
  • Sequential Power Share: 46.0%
  • Logic pwr share: 0%
  • P per Cell Area: around 320 mW/mm^2
  • Clock Power Share: a little over half
  • Max VDD drop: approximately 320 uV
  • Internal power: 1.70 mW
  • Sw Share: about a fifth

Drt
  • Vias per inst: just over 5
  • DRC violations left: 0
  • Via count: 3583
  • Ant diodes: 0
  • Antenna Nets Post-Route: 0
  • WL/cell: around 14 um
  • Final WL: 9540 um
  • DR pass1 iterations: 4
  • 1st-iter DRT viols: 252

Global route
  • Remaining global-route overflow: 0
  • GRT Resource Usage Total: 14.9%
  • Global-route wire length before repair: between 15000 and 20000 um
  • Vias in the first global route: approximately 3500
  • Antenna violations before repair: 0
  • Largest net degree at the start of global routing: 38

Yosys
  • Yosys top cell area share: 51.5%
  • FF+latch count, synth: around 120
  • Synth warnings: 2
  • Syn_area_per_cell: 11.9 um^2
  • Cell Area, Synth: slightly below 0.006 mm^2
  • Post-synth seq share: between 50% and 60%
  • Synthesized instance count: 484
  • Synth cell count leaders: 99 x edfxtp_1, 78 x xnor2_1, 48 x nor2_1
  • Flip-flops with a built-in enable: around 99
  • Most common cell in the netlist: edfxtp_1
  • Asr flop ratio synth: 0%
  • Leading area contributor after synthesis: edfxtp_1
  • Ys cells: about 480
  • Top cells by area: edfxtp_1 51%, xnor2_1 12%, dfxtp_1 6.2%, nand4_1 4.2%, nand3_1 3.7%
  • Commonest flop: edfxtp_1
  • Distinct cells, synth: 29
  • YS chip area: 0.00577 mm^2

Timing
  • Skew final: approximately 0.0077 ns
  • Setup TNS: 0 ns
  • Setup Viol. Count Final: 0
  • FMAX: between 400 and 500 MHz
  • RSZ-0062 raised after global routing: no
  • Slew Viols, Final: 0
  • Worst-margin pin slew: 0.849 ns
  • Cycle use final: 42.4%
  • Setup ws final: approximately 3.1 ns
  • Max_slew headroom: between 40% and 50%
  • Crit path time final: ~2.3 ns
  • Final hold slack: between 0.4 and 0.5 ns
  • Hold Fails Final Rpt: 0

Critical path
  • CP delay by family, top: buffers and inverters
  • CP bufs+invs: 1
  • CP max stage cell: clkdlybuf4s50_1
  • Critical path arrival: approximately 1.2 ns
  • CP startpoint kind: flip-flop
  • CP Class: flip-flop to primary output
  • Data required, critical path: ~4.3 ns
  • Worst Setup End Kind: primary output
  • Critical-path maximum fanout: 2
  • Crit path cell chain: clkdlybuf4s50_1
  • Slowest stage delay, CP: roughly 0.46 ns

Clocking
  • Clock Latency Late Sink: approximately 0.4 ns
  • Root Buffer: clkbuf_16
  • # resized after CTS: 0
  • Cts bufs inserted: 17
  • H-tree levels: 4
  • TritonCTS clock tree: done
  • CTS Hold Bufs: 0
  • Setup Fix Bufs, Post-CTS: 0
  • Clock Path Buffers: 2
  • Clk slew on worst S/H paths: ~0.050 ns
  • Clk sinks: between 100 and 150

Placement
  • DP Worst Slack: 3.24 ns
  • Post-DP HPWL: between 5000 and 6000 um
  • IO Port Bufs: 3
  • RePlAce Congestion: 0.829

Final layout
  • Fin util: 47.4%
  • Layout fillers: ~1200
  • Layout area overhead: 14.8%
  • Share of layout cells above drive strength 1: under 10%

Die
  • Die height: ~120 um
  • Chip area: around 0.015 mm^2
  • Row count: 43
  • Floorplan Utilization: between 40% and 50%
  • Io pins: 4
  • Core Footprint: roughly 0.014 mm^2
  • Die W: ~120 um

Status
  • Status: completed

Flow run
  • Max cap viols: 0
  • Log Warnings: 28

Min path
  • Hold WC Path Type: flip-flop to flip-flop
## power groups by stage
| stage | clock network [mW] | logic (mW) | registers, mW |
|---|---|---|---|
| final | 1.13 | 0.000000739 | 0.966 |
| after global routing | 1.20 | 0.000000739 | 0.965 |
| after CTS | 1.16 | 0.000000739 | 0.965 |
## layout by cell type, fill, tap and decap left out, types with 4 or more instances in the layout
cell | synthesis | final
and2_1 | 7 | 7
and3_1 | 15 | 15
and4_1 | 9 | 9
buf_4 | 0 | 4
clkbuf_16 | 0 | 17
dfxtp_1 | 18 | 18
edfxtp_1 | 99 | 99
ha_1 | 9 | 9
inv_1 | 12 | 12
nand2_1 | 27 | 27
nand3_1 | 43 | 43
nand4_1 | 39 | 39
nor2_1 | 48 | 48
nor3_1 | 9 | 9
nor4_1 | 17 | 17
nor4_4 | 4 | 4
xnor2_1 | 78 | 78
xor2_1 | 24 | 24
## layout make-up
class	instances	area, um^2	share of cell area [%]
flip-flops and latches	117	3330	50.3
repair buffers	7	60.1	0.906
clock inverters	12	153	2.30
multi-input cells	347	2360	35.7
clock buffers	20	447	6.74
well taps	180	225	3.40
inverters	12	45.0	0.680
## final timing paths
check,end,slack [ns],depth (start not counted),from
min,t1.prescaler[5],0.45,1,t1.prescaler[5]
max,tone_12khz,3.11,1,t3.tone_out
min reg2reg,t1.prescaler[5],0.45,1,t1.prescaler[5]
max reg2reg,t2.tone_out,3.23,5,t2.counter[0]
## routing by layer
layer  vias up  routed length, um  global-route usage (%)
li1       1828                  -                       -
met1      1699               4920                    25.9
met2        50               4140                    20.5
met3         6                379                    4.15
met4         0                 96                    1.83
met5         -                  0                       0
## sequential cells by signal, indices dropped and copies added (netlist names)
name          cells
t2.prescaler      6
t1.tone_out       1
t3.counter       32
t3.tone_out       1
t3.prescaler      6
t2.tone_out       1
t1.counter       32
t2.counter       32
t1.prescaler      6
## stage by stage
stage | cell area [um^2] | power (mW) | instances
after floorplan | 5770 | 0.984 | 484
after global placement | 6030 | 0.984 | 663
after detailed placement | 6030 | 0.984 | 663
after CTS | 6630 | 2.12 | 695
after global routing | 6630 | 2.17 | 695
final | 6630 | 2.10 | 695
## kinds of logic after synthesis
family	after synthesis	synth area share [%]
buf+inv	20	1.32
fa+ha+maj	9	1.95
flops	117	57.7
simple gates	236	23.5
xor+xnor	102	15.5
Power and IR drop assume default switching activity.
